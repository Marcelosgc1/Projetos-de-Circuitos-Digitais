--- design/flow/design.v ---
module decoder_7_seg(input [3:0]b, output [6:0]segments);
and(aux0, b[3], b[2], b[0]);
and(aux1, b[3], b[2], b[1]);
and(aux2, !b[3], !b[2], !b[1], b[0]);
and(aux3, !b[3], b[2], !b[1], !b[0]);
or(segments[0], aux0, aux1, aux2, aux3);
and(aux4, b[3], b[2]);
and(aux5, b[2], !b[1], b[0]);
and(aux6, b[2], b[1], !b[0]);
and(aux7, b[3], b[1], !b[0]);
or(segments[1], aux4, aux5, aux6, aux7);
and(aux8, !b[2], b[1], !b[0]);
and(aux9, b[3], b[1], !b[0]);
and(aux10, b[3], b[2], b[0]);
or(segments[2], aux8, aux9, aux10);
and(aux11, b[1], b[2], b[0]);
and(aux12, b[3], b[0], b[1]);
and(aux13, b[3], b[2], b[1]);
and(aux14, !b[3], !b[2], !b[1], b[0]);
and(aux15, !b[3], b[2], !b[1], !b[0]);
or(segments[3], aux11, aux12, aux13, aux14, aux15);
and(aux16, !b[3], b[0]);
and(aux17, b[0], !b[2], !b[1]);
and(aux18, !b[3], b[2], !b[1]);
and(aux19, b[3], b[2], b[1]);
or(segments[4], aux16, aux17, aux18, aux19);
and(aux20, !b[3], !b[2], b[0]);
and(aux21, !b[3], !b[2], b[1]);
and(aux22, !b[3], b[1], b[0]);
and(aux23, b[3], b[2], b[1]);
or(segments[5], aux20, aux21, aux22, aux23);
and(aux24, !b[3], !b[2], !b[1]);
and(aux25, b[3], b[2], !b[1]);
and(aux26, b[2], b[1], b[0]);
or(segments[6], aux24, aux25, aux26);
endmodule
--- design/flow/run.sh ---
#!/bin/bash
# OpenROAD 26Q1-2900-gdf79404cd8, Yosys 0.63+post, stock flow scripts
make -C /OpenROAD-flow-scripts/flow DESIGN_CONFIG=/design/flow/config.mk WORK_HOME=/design/flow/orfs finish
--- design/flow/config.mk ---
export PLATFORM = sky130hd
export DESIGN_NAME = decoder_7_seg
export DESIGN_NICKNAME = decoder_7_seg
export VERILOG_FILES = /design/flow/design.v
export SDC_FILE = /design/flow/constraint.sdc
export NUM_CORES = 4
export LEC_CHECK = 1
export CORE_AREA = 10 10 70 70
export DIE_AREA = 0 0 80 80
--- design/flow/constraint.sdc ---
current_design decoder_7_seg

set clk_period 1.3
set clk_io_pct 0.2

create_clock -name clk0 -period $clk_period

set non_clock_inputs [all_inputs -no_clocks]
set_input_delay [expr $clk_period * $clk_io_pct] -clock clk0 $non_clock_inputs
set_output_delay [expr $clk_period * $clk_io_pct] -clock clk0 [all_outputs]
==> impl_metrics.py <==
# Physical implementation metrics
metrics = {
    "final_timing": {
        "slew_headroom_pct": 90.4,
        "finalCritPeriodShare_pct": 96.4,
        "fmax_mhz": 798,
        "hold_viol": 0,
        "setup_ws_ps": 46.6,
        "tightest_slew_ps": 142,
        "maxSlewViolCount": 0,
        "rsz0062_at_grt": "yes",
        "min_period_ps": 1250,
        "report.final.setup_viol": 0,
    },
    "die": {
        "chipArea_sq_um": 6400,
        "ios": 11,
        "die_y_um": 80,
        "dieWidth_um": 80,
        "fp-utilization_pct": 5.38,
        "coreArea_sq_um": 3420,
        "rows": 21,
    },
    "run": {
        "maxCapViolCount": 0,
        "tool_warnings": 33,
    },
    "global_routing": {
        "grt_pass1_wl_um": 1110,
        "grt_pass1_vias": 225,
        "antenna_found_initial": 0,
        "grt_use_total_pct": 2.06,
        "grt_max_degree": 11,
        "gr-total-overflow": 0,
    },
    "synthesis": {
        "synthCells": 29,
        "yosysTopAreaCell": "a21oi_1",
        "synth_top_area_share_pct": 13.6,
        "yosysWarningCount": 27,
        "yosysUniqueCellTypes": 18,
        "synth-area-yosys_sq_um": 184,
        "avgSynthCellArea_sq_um": 6.34,
        "ys_cells": 29,
        "topCellsByArea": "a21oi_1, buf_6, xnor2_1, nor2_1, nor2_4",
        "synth_top_cell_by_count": "a21oi_1",
        "synth_area_sq_um": 184,
        "synth_seq_share_pct": 0,
        "common_cells": "a21oi_1, nor2_1",
    },
    "final_layout": {
        "nFillCells": 407,
        "flops": 0,
        "finish.utilization_pct": 11.1,
        "syn_to_final_growth_pct": 105,
        "clkbuf_count": 0,
        "seq_area_sq_um": 0,
        "drive_gt1_share_pct": 53.5,
    },
    "critical_path": {
        "crit_type": "input pin to primary output",
        "end_kind": "primary output",
        "worstPathRequired_ps": 1040,
        "path_max_fanout": 6,
        "cp.arrival_ps": 990,
        "critPathLaunchType": "input pin",
    },
    "placement": {
        "place_ws_ps": -804,
        "place_congestion": 0.631,
        "dpl.hpwl_um": 528,
        "io_buffers": 11,
    },
    "pwr": {
        "ir_drop_mv": 0.0371,
        "p_leak_nw": 0.167,
        "power_density_nw_per_um2": 307,
    },
    "drt": {
        "n_antenna_cell": 0,
        "ant_nets": 0,
        "via_per_inst": 2.72,
        "vias": 242,
        "detailedRoute.firstIterationViolations": 22,
        "wl_um": 699,
        "wl_per_cell_um": 7.85,
        "firstDrtPassIters": 2,
        "remaining_drc_errors": 0,
    },
    "outcome": {
        "status": "finished clean",
    },
    "min_path": {
        "holdPathStages": 4,
        "holdPathEnd": "segments[3]",
        "min-delay-start": "b[2]",
        "hold_class": "input pin to primary output",
    },
}
[stage by stage]
| step | area, sq um | hold slack, ps | setup TNS [ps] | total power [mW] | instances |
|---|---|---|---|---|---|
| after floorplan | 184 | 543 | 0 | 0.0513 | 29 |
| after global placement | 354 | 1640 | -4910 | 0.115 | 87 |
| after detailed placement | 354 | 1660 | -5190 | 0.117 | 87 |
| after CTS | 375 | 886 | 0 | 0.118 | 89 |
| after global routing | 378 | 936 | -5.84 | 0.130 | 89 |
| final | 378 | 876 | 0 | 0.116 | 89 |
[area by class of cell]
| cell class | count | area [sq um] | share of cell area [%] |
|---|---|---|---|
| inverters | 1 | 3.75 | 0.993 |
| multi-input cells | 25 | 184 | 48.7 |
| well taps | 46 | 57.6 | 15.2 |
| repair buffers | 17 | 133 | 35.1 |
[worst max-delay path: stages]
cell and delay [ps]:
buf_4 120, buf_6 120, nand2_2 50, o21ai_2 50, a21o_1 150, dlygate4sd2_1 240
[kinds of logic (layout without fill, tap and decap cells)]
group	Yosys count	in the layout	share of synthesized area [%]
compound gates	12	12	36.7
xor+xnor	3	3	14.3
buf+inv	4	18	17.0
simple gates	10	10	32.0
[worst max-delay path by stage]
stage | startpoint | end | slack, ps | cells past startpoint
6_report | b[1] | segments[6] | 50 | 6
4_1_cts | b[1] | segments[6] | 20 | 6
5_1_grt | b[1] | segments[6] | -6 | 6
[layout by cell type (no fill, tap or decap), types with 2 or more instances in the layout]
master	netlist	final
buf_4	0	7
a21oi_1	5	4
buf_2	1	4
buf_6	2	3
dlygate4sd2_1	0	3
o21ai_1	2	2
nor2_1	3	2
[layer usage]
metal | GRT usage [%] | vias to the layer above | wire length [um]
met4 | 0 | 0 | 0
met5 | 0 | - | 0
met1 | 2.44 | 105 | 277
li1 | - | 131 | -
met3 | 0.682 | 0 | 76
met2 | 3.69 | 6 | 345
[power by group]
part | internal [mW] | leakage [nW] | switching [mW]
Clock | 0 | 0 | 0
Combinational | 0.0658 | 0.167 | 0.0502
Sequential | 0 | 0 | 0
Total | 0.0658 | 0.167 | 0.0502
[timing repair]
action | CTS | global route
cloned | 1 | 0
buffers inserted | 1 | 0
hold buffers | 0 | 0
pin swaps | 6 | 1
hold endpoints to repair | 0 | 0
gates resized | 49 | 1
endpoints found under the setup margin | 7 | 2
No activity file was given, so power comes from the tool's default toggle rates.
