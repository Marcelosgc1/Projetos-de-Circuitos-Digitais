===== /design/flow/config.mk =====
export PLATFORM = sky130hd
export DESIGN_NAME = adder4b
export DESIGN_NICKNAME = adder4b
export VERILOG_FILES = /design/flow/design.v
export SDC_FILE = /design/flow/constraint.sdc
export NUM_CORES = 4
export LEC_CHECK = 1
export CORE_AREA = 10 10 70 70
export DIE_AREA = 0 0 80 80

===== /design/flow/constraint.sdc =====
current_design adder4b

set clk_period 2.9
set clk_io_pct 0.2

create_clock -name clk0 -period $clk_period

set non_clock_inputs [all_inputs -no_clocks]
set_input_delay [expr $clk_period * $clk_io_pct] -clock clk0 $non_clock_inputs
set_output_delay [expr $clk_period * $clk_io_pct] -clock clk0 [all_outputs]

===== /design/flow/design.v =====
module adder4b(input M, input [3:0] A, input [3:0] B, output [3:0] S, output overflow);
	wire x0, x1, x2, x3, c0, c1, c2;
	xor (x0, M, B[0]);
	full_adder FA0
	(
		A[0],
		x0,
		M,
		S[0],
		c0	
	);
	xor (x1, M, B[1]);
	full_adder FA1
	(
		A[1],
		x1,
		c0,
		S[1],
		c1	
	);
	xor (x2, M, B[2]);
	full_adder FA2
	(
		A[2],
		x2,
		c1,
		S[2],
		c2
	);
xor (x3, M, B[3]);
	full_adder FA3
	(
		A[3],
		x3,
		c2,
		S[3],
		overflow	
	);
endmodule
module full_adder(input A, input B, input carry_in, output S, output carry_out);
	wire CO, C1, S0;
	half_adder HA1
	(
		A,
		B,
		S0, 
		CO		
	);
	half_adder HA2
	(
		carry_in,
		S0,
		S,
		C1	
	);
	or (carry_out, CO, C1);
endmodule 
module half_adder(input A, input B, output S, output carry_out);
	xor (S, A, B);
	and (carry_out, A, B);
endmodule 

===== /design/flow/run.sh =====
#!/bin/bash
# OpenROAD 26Q1-2900-gdf79404cd8, Yosys 0.63+post, stock flow scripts
make -C /OpenROAD-flow-scripts/flow DESIGN_CONFIG=/design/flow/config.mk WORK_HOME=/design/flow/orfs finish

==> results.txt <==
run metrics: yosys stat chip area=146 µm², WL met2=125 µm, worst-margin pin slew=203 ps, Final Cycle Share=0.972, drt pass-1 iters=1, Worst Path Arrival=2240 ps, Placed Instance Area=329 µm², Pleak=0.136 nW, RePlAce Congestion=0.688, DRT antenna net count=0, worst-path cell chain=clkdlybuf4s50_1, inv_1, fa_2, inv_2, fa_2, fa_2, buf_2, largest net degree at the start of global routing=4, CP max stage cell=fa_2, Ys Warns=0, hold buffers post-CTS=0, clkbuf count=0, vias in the first global route=140, Final min period=2820 ps, fraction of layout cells with a size suffix above 1=0.407, synthesized area=146 µm², # setup viols final=0, fillcell total=405, synth cell count leaders=buf_4 (4), fa_1 (3), inv_1 (3), xor2_1 (3), Synth Seq Share=0, tool warnings=33, Yosys top cell by area=fa_1, residual overflow from global routing=0, power per standard cell area=170 mW/mm², die area=0.00640 mm², Peak VDD IR=0.0379 mV, max cap viols=0, met3 routed WL=154 µm, most frequent cell after synthesis=buf_4, worst rel slew slack=0.862, IO Port Bufs=14, antenna violations before repair=1, final instance area=335 µm², WS Path Type=in2out, Die X=80 µm, count of different cell masters after synthesis=6, status=complete, no violations, ys cells=15, row cnt=21, Worst setup EP type=output pin, unrepaired setup endpoints after global routing=no, Flops=0, drt drc=0, WP data required=2320 ps, WL/cell=7.26 µm, Core Region=0.00342 mm², met1 WL=258 µm, Final Hold Viols=0, Max Freq=0.355 GHz, pre-CTS WS=-653 ps, Sequential Area=0 µm², top cells by area=fa_1 (41%), buf_4 (21%), xor2_1 (18%), Syn Area/Cell=9.76 µm², DR iter-0 viols=0, MI comb area=124 µm², cell mode on critical path=fa_2, Critical Path Max Stage Delay=520 ps, Syn Inst Count=15, hold crit path type=in2out, io pins=14, Slew Limit Fails=0, area share, top type=0.410, buffers inserted by post-CTS timing repair=0, via/cell ratio=1.69, first-pass GRT wire length=821 µm, CP Max Fanout=1, aggregate routed wire length=537 µm, uppermost layer routed=met3, total vias in the final route=125, GRT Total Usage=0.0172, area grow syn2layout=129%, Final Worst Setup Slack=81.9 ps, Die Y=80 µm, Worst Setup Start Kind=input port, fp util=0.0429
[power by group]
part / total [W] / switching (W) / internal (W)
combinational: 0.0000571 / 0.0000202 / 0.0000369
sequential: 0 / 0 / 0
clock: 0.0000000000461 / 0 / 0.0000000000461
[stage by stage]
step           power [W]  utilization  instances  TNS, ps  hold slack [ps]
2_1_floorplan  0.0000294            -         15        0             1270
3_3_place_gp   0.0000634       0.0963         73    -1300             2140
3_5_place_dp   0.0000642       0.0963         73    -1370             2130
4_1_cts        0.0000573       0.0956         73     -228             1880
5_1_grt        0.0000641       0.0974         73        0             1870
6_report       0.0000571       0.0982         74        0             1830
[critical path: cells and delay by family]
family | cells | cell delay [ps]
fa+ha+maj | 3 | 1050
buf+inv | 4 | 620
[kinds of logic (layout without fill, tap and decap cells)]
logic type / after synthesis / count (layout) / share of synthesized area
buffers and inverters: 7 / 19 / 0.282
XOR/XNOR: 4 / 4 / 0.239
adder cells (fa/ha/maj): 3 / 3 / 0.410
multiplexers: 1 / 1 / 0.0684
other: 0 / 1 / 0
[layout make-up]
type | count | share of cell area
antenna | 1 | 0.00746
inverter | 3 | 0.0336
timing repair buffer | 16 | 0.418
multi-input combinational | 8 | 0.369
tap | 46 | 0.172
[worst paths after layout]
| path | startpoint | endpoint | slack (ps) | cells after the start |
|---|---|---|---|---|
| max | A[1] | S[3] | 80 | 7 |
| min | B[0] | S[0] | 1830 | 4 |
[layout by cell type, fill, tap and decap left out, types with 2 or more instances in the layout]
cell type	instances
fa_2	3
buf_4	2
dlygate4sd2_1	2
clkbuf_2	2
xor2_1	3
clkdlybuf4s50_1	7
inv_1	2
[per-layer routing]
metal / vias up / GRT usage
met1: 48 / 0.0254
met3: 0 / 0.0193
met5: - / 0
met2: 12 / 0.0152
met4: 0 / 0
li1: 65 / -
[timing repair]
action	in CTS	in global routing
pin swaps	3	3
resized	13	8
endpoints found under the setup margin	3	3
No activity file was given, so power comes from the tool's default toggle rates.
