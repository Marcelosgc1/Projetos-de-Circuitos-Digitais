==> design/flow/design.v <==
module counter_9_0(
	input wire	clk,
	input 		init,
	input wire  [1:0]preset,
	input wire  [1:0]reset,
	output wire [3:0] bin_number
);
wire [6:0] aux;
wire [2:0] inv_jk;
or(reset_bit_3,reset[0],reset[1]);
or(clear0, init, reset[0]);
or(clear1, init, reset[1]);
or(clear2, init, reset[0]);
or(clear3, init, reset_bit_3);
jk_flip_flop jk_ff0(1, 1, clk, clear0, preset[0], bin_number[0], inv_jk[0]);
or  or0 (aux[0], bin_number[2], bin_number[3]);
and and0(aux[1], inv_jk[0], aux[0]);
not inv0(aux[2], bin_number[0]);
jk_flip_flop jk_ff1(aux[1], aux[2], clk, clear1, preset[1], bin_number[1], inv_jk[1]);
and and1(aux[3], inv_jk[0], bin_number[3]);
and and2(aux[4], inv_jk[0], inv_jk[1]);
jk_flip_flop jk_ff2(aux[3], aux[4], clk, clear2, preset[0], bin_number[2], inv_jk[2]);
and and3(aux[5], inv_jk[0], inv_jk[1], inv_jk[2]);
not inv1(aux[6], bin_number[0]);
jk_flip_flop jk_ff3(aux[5], aux[6], clk, clear3, , bin_number[3], );
endmodule
module jk_flip_flop
(
	input wire  j, k, clk, clear, preset,
	output reg  q, 
	output wire q_bar
);
	always @ (posedge clk or posedge clear or posedge preset) begin
		if (preset) begin
			q <= 1;
		end
		else if (clear) begin
			q <= 0;
		end
		else begin
			case ({j,k})
				2'b00: q <= q;
				2'b01: q <= 0;
				2'b10: q <= 1;
				2'b11: q <= ~q;
			endcase
		end
	end
	assign q_bar = ~q;
endmodule
==> design/flow/run.sh <==
#!/bin/bash
# OpenROAD 26Q1-2900-gdf79404cd8, Yosys 0.63+post, stock flow scripts
make -C /OpenROAD-flow-scripts/flow DESIGN_CONFIG=/design/flow/config.mk WORK_HOME=/design/flow/orfs finish
==> design/flow/config.mk <==
export PLATFORM = sky130hd
export DESIGN_NAME = counter_9_0
export DESIGN_NICKNAME = counter_9_0
export VERILOG_FILES = /design/flow/design.v
export SDC_FILE = /design/flow/constraint.sdc
export NUM_CORES = 4
export LEC_CHECK = 1
export CORE_AREA = 10 10 70 70
export DIE_AREA = 0 0 80 80
==> design/flow/constraint.sdc <==
current_design counter_9_0

set clk_period 1.5
set clk_io_pct 0.2

create_clock -name clk0 -period $clk_period [get_ports {clk}]

set non_clock_inputs [all_inputs -no_clocks]
set_input_delay [expr $clk_period * $clk_io_pct] -clock clk0 $non_clock_inputs
set_output_delay [expr $clk_period * $clk_io_pct] -clock clk0 [all_outputs]
==> results.txt <==
run results: Max-slew headroom=0.851, std cell rows=21, Die ar.=between 6000 and 7000 sq um, fp_density=0.0597, Hold Slack=0.435 ns, FF+latch count, synth=3, status=finished, final reports clean, Power Density=791 nW/um^2, yosys warns=10, Fin. Hold Viols=0, Crit-path slowest cell=dlygate4sd2_1, Sum Neg Setup Slack=0 ns, RSZ-0062 raised after global routing=false, RD Place Congestion=about 0.6, CTS Root Cell=clkbuf_4, CTS HTree Levels=1, initial drt markers=5, Leakage=0.000157 uW, Area leader share=0.479, Reg2Reg Setup Slack=0.42 ns, HP Class=input pin to async pin, Residual DRC=0, clock tree buffer depth=2, Synth Instances=20, crit path cell chain=dlygate4sd2_1 > nor3_4 > dlygate4sd2_1, final setup violation count=0, Yosys cell types=9, area delta synth->final=73.6%, final wirelength=608 um, drt first pass iters=4, fill count=398, Total GRT Usage=0.0206, Place WS=-0.368 ns, DR WL/cell=7.90 um, largest net degree at the start of global routing=6, Antenna Cells=0, Peak VDD IR=0.163 mV, skew final=a little over 0.0007 ns, Antenna Nets Post-Route=0, Via Count=187, Core ar.=3420 sq um, insertion delay at the late pin of the worst-skew pair=0.23 ns, Final period util=0.899, logic area=61.3 sq um, Max-Cap Viols=0, Avg Inst Size Synth=10.2 sq um, crit start category=input pin, DIE HEIGHT=roughly 80 um, Hold Buf Count CTS=0, first-pass GRT wire length=around 960 um, die width=80 um, most frequent logic cell in the layout=dlygate4sd2_1, routed vias/inst=2.43, Yosys Instances=20, Netlist Area Pre-Place=~200 sq um, endpoint arrival time on the critical path=1.05 ns, CTS tree=yes, initial antenna violation count=0, min cycle time layout=1.35 ns, top cells, area=dfbbp_1 48%, buf_4 15%, o21ai_1 9.8%, total CTS buffers=3, Seq share, synth=0.479, Sink Count=3, crit path max fanout=4, Slew @ Worst Pin=0.222 ns, WS Path Type=input pin to primary output, critical path's largest stage delay=0.27 ns, fin. max-slew vios=0, Power Total=280 uW, # port buffers=9, vias in the first global route=a little over 200, tool warnings=26, dominant cell type by area after synthesis=dfbbp_1, Flop area=97.6 sq um, CP most frequent cell=dlygate4sd2_1, layout cells sized above 1=0.194, Worst Path Required=1.20 ns, final worst slack=~0.15 ns, # IOs=10, DP Area=roughly 320 sq um, post-synthesis chip area from yosys=204 sq um, clock slew at the register clock pins of the worst setup and hold paths=approximately 0.030 ns, remaining global-route overflow=0, most frequent cells in the layout=7 x dlygate4sd2_1, 4 x inv_1, 4 x o21ai_1, Worst Setup End Kind=primary output, Max Clk Rate=741 MHz, final instance area=354 sq um
through the flow:
step,util,cells
after floorplan,-,20
after global placement,0.0941,71
after detailed placement,0.0941,71
after CTS,0.104,77
after global routing,0.104,77
final,0.104,77
critical path, delay by kind of cell:
family | cells | cell delay, ns
and+or+nand+nor | 1 | 0.25
buffers and inverters | 2 | 0.50
path summary, 6_finish.rpt:
kind / cells after the start / from / end
worst max-delay path: 3 / reset[1] / bin_number[3]
worst min-delay path: 2 / preset[1] / jk_ff1.q
worst max register to register: 3 / jk_ff0.q / jk_ff2.q
worst min register to register: 0 / jk_ff0.q / jk_ff0.q
max in group asynchronous: 3 / preset[0] / jk_ff2.q
min in group clk0: 0 / jk_ff0.q / jk_ff0.q
metal layers:
layer	routed length (um)	share of wire	global-route usage	vias up
met5	0	0	0	-
met4	0	0	0.00528	0
met3	156	0.26	0.0295	0
met2	235	0.39	0.0249	13
met1	217	0.36	0.0194	85
li1	-	-	-	89
layout make-up:
class	count	share of cell area
Multi-Input combinational cell	9	0.173
Timing Repair Buffer	11	0.272
Clock buffer	4	0.0742
Inverter	4	0.0424
Sequential cell	3	0.276
Tap cell	46	0.163
flip-flops by register name (all words and copies together) (netlist names):
name and count:
jk_ff1.q 1, jk_ff2.q 1, jk_ff0.q 1
cell families after synthesis:
logic type	Yosys count	share of synthesized area
buf+inv	8	0.221
compound gates	6	0.166
simple gates	3	0.135
flops	3	0.479
where the power goes:
group	leakage (uW)	switching (uW)	internal, uW	total [uW]
sequential	0.0000404	1.62	105	106
combinational	0.000102	14.9	20.1	35.0
clock	0.0000150	39.1	99.5	139
total	0.000157	55.6	224	280
cells in the mapped netlist, drive strengths merged:
cell	n
a21oi	1
inv	4
nor3b	1
buf	4
o21ai	4
nor3	1
a311oi	1
dfbbp	3
nor2	1
repair_timing:
action                     in CTS  in global routing
resized                         7                  0
setup endpoints to repair       4                  0
buffers inserted                2                  0
hold endpoints to repair        0                  0
Power figures rest on the tool's default switching activity, not on a simulated workload.
